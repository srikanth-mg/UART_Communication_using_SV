### flow/run.sh
#!/bin/bash
# OpenROAD 26Q1-2900-gdf79404cd8, Yosys 0.63+post, stock flow scripts
make -C /OpenROAD-flow-scripts/flow DESIGN_CONFIG=/design/flow/config.mk WORK_HOME=/design/flow/orfs finish
### flow/config.mk
export PLATFORM = sky130hd
export DESIGN_NAME = uartrx
export DESIGN_NICKNAME = uartrx
export VERILOG_FILES = /design/flow/design.v
export SDC_FILE = /design/flow/constraint.sdc
export NUM_CORES = 4
export LEC_CHECK = 1
export CORE_UTILIZATION = 30
### flow/constraint.sdc
current_design uartrx

set clk_period 6.6
set clk_io_pct 0.2

create_clock -name clk0 -period $clk_period [get_ports {clk}]

set non_clock_inputs [all_inputs -no_clocks]
set_input_delay [expr $clk_period * $clk_io_pct] -clock clk0 $non_clock_inputs
set_output_delay [expr $clk_period * $clk_io_pct] -clock clk0 [all_outputs]
### flow/design.v
`timescale 1ns / 1ps
module uartrx
#(parameter clk_freq = 1000000,  
parameter baud_rate = 9600)
(
input clk,
input rst,
input rx,
output reg done,
output reg [7:0] rxdata
);
localparam clkcount = (clk_freq/baud_rate);
integer count = 0;
integer counts = 0;
reg uclk = 0;
enum bit[1:0] {idle = 2'b00, start = 2'b01} state;
  always@(posedge clk)
    begin
      if(count < clkcount/2)
        count <= count + 1;
      else begin
        count <= 0;
        uclk <= ~uclk;
      end 
    end
  always@(posedge uclk)
    begin
      if(rst) 
      begin
     rxdata <= 8'h00;
     counts <= 0;
     done <= 1'b0;
      end
     else
     begin
     case(state)
     idle : 
     begin
     rxdata <= 8'h00;
     counts <= 0;
     done <= 1'b0;
     if(rx == 1'b0)
       state <= start;
     else
       state <= idle;
     end
     start: 
     begin
       if(counts <= 7)
      begin
     counts <= counts + 1;
     rxdata <= {rx, rxdata[7:1]};
     end
     else
     begin
     counts <= 0;
     done <= 1'b1;
     state <= idle;
     end
     end
   default : state <= idle;
   endcase
 end 
end
endmodule
==> COMMIT_EDITMSG <==
Add synthesis and place-and-route results

- Die area: 0.01211 mm2
* Fraction of power consumed by combinational cells: 0.017
* Mean instance size in the synthesized netlist: 8.521 um2
- Die X: 110.0 um
- The post-synth count of flops with an enable pin is 1.
- Max-cap violations in this run came to 0.
* Category of cells accounting for the largest share of critical-path delay: simple AND/OR/NAND/NOR gates
- Seq share, synth: 0.4373
* FF-to-FF End: count[29]
- Initial drt markers: 138
- The critical path endpoint has a required time of 6.81 ns.
- Total Negative Setup Slacks: 0 ns
* First-pass iteration count of the detailed router: 4
- The critical path is of the flop to flop type.
* Antenna Diode Count: 0
- The initialized floorplan defines 39 standard-cell rows.
- Cell-by-cell listing of the critical path: or4_1 -> nor3_2 -> a41oi_2 -> or4_1 -> o21ai_1
* Proportion of synthesized flip-flops having asynchronous set or reset: 0
* Final Cycle Share: 0.3233
- Across the VDD grid, the largest voltage drop is 0.1986 mV.
* Worst stage delay on the critical path: 0.61 ns
* Ratio of cells with drive above 1 in the final layout: 0.04988
* Total via count in the routed design: 2865
- The final report gives the core utilization as 0.3436.
- Overall track demand over capacity in global routing: 0.1252
- Leftover overflow at the end of global routing: 0
- Internal power contribution: 0.3527 mW
- Per the CTS log, the root buffer master is sky130_fd_sc_hd__clkbuf_16.
* Number of resized instances in the post-cts repair step: 0
* Post-CTS setup buffers: 0
- The synthesis report lists the Yosys warning total as 1.
- Of all nets on the critical path, the largest fanout is 15.
* Insertion delay to the later sink of the worst-skew pair: 0.28 ns
* Reg-to-reg slack, setup: 4.47 ns
- Per the slew report, the remaining headroom to the max-slew limit stands at 0.4464.
* Clock tree from TritonCTS: yes
- Main flop type after synthesis: sky130_fd_sc_hd__dfxtp_1
* IO Count: 12
- The final timing report lists clock skew as 0.007864 ns.
- The number of cells on the worst reg-to-reg path is 5.
- Clock slew at reported path FFs: 0.05 ns
- Static power due to leakage: 1.410 nW
* Count of endpoints without a timing constraint: 52
- Final weighted congestion in routability-driven placement: 0.7920
- Entering global routing, the biggest net connects 44 pins.
- Vertical extent of the die: 110.0 um
- Timing would allow up to 468.7 MHz.
- OpenROAD warning count: 25
- Per the synthesis report, the adder-cell share of the synthesized area is 0.007145.
- Number of cells produced by synthesis: 411
- Complex Gates by Area: 0.09146
* Layout Area Growth over Synthesis: 12.04%
- Summed standard-cell area reported by yosys: 0.003502 mm2
- In the placement report, post-DP HPWL is listed as 4.775 mm.
- Dividing the detail-routed via count by the number of cells gives 5.080.
* Antenna violations before repair: 0
- Final Slew Violations: 0
- The startpoint identified for the worst register-to-register timing path is count[25].
- No sink is reached through more buffers than the 2 on the longest clock path.
- Initial cell density of the core: 0.3067
- Master of the slowest instance on the critical path: sky130_fd_sc_hd__or4_1
* P per Cell Area: 110.7 mW/mm2
* Final standard cell area without fillers: 0.003924 mm2
* Result of the run: finished clean
- The H-tree was split into 2 levels.
- Residual antenna-violating net count after detailed routing: 0
- The timer found 43 register pins that no clock reaches; their paths are not timed.
- First-pass GRT wire length: 12.12 mm
- CP Buf/Inv Count: 0
- Origin of the worst min-delay path: count[31]
* Area of the core: 0.01142 mm2
- Vias in the first global route: 2560
* Share of synthesized cell area in and, or, nand and nor gates: 0.3405
- Hold endpoint: count[31]
- The cell area that synthesis handed to floorplanning was 0.003502 mm2.
- Switching portion of total power: 0.1879
- Share of synthesized area spent on multiplexers: 0.002858
* Hold path cells: 1
* Routed length per placed instance: 12.45 um
- In the post-route report, total wirelength is listed as 7.022 mm.
- Part of the total power dissipated in the clock network: 0.521
- In this design, the critical path's most frequently occurring cell is sky130_fd_sc_hd__or4_1.
- Distinct cells, synth: 46
- Largest family of logic cells by area: simple AND/OR/NAND/NOR gates
* Non-filler instance count after layout: 564
* Number of synthesized register bits: 76
* Sequential cell fraction of total power: 0.462
* Total clock buffers created by CTS: 5
- In this run the worst hold path is classified as flop to flop.
- The power report puts the net switching power at 0.08159 mW.
- Tightest Pin Transition: 0.8304 ns
- XOR Share, Synth: 0.09753
* Port buffer count: 11
* Setup violators final: 0
* Setup repair after global routing missed its margin: no
- Placed cell count: 556
- The clock period could shrink to 2.134 ns.
- Category of the worst setup path launch point: flop
* CP Capture Type: flop
- Placement Cell Area: 0.003777 mm2
* WP data arrival: 2.35 ns
* Number of endpoints with negative hold slack in the final report: 0
* DR DRC count: 0
- The number of cells reported by Yosys stat comes to 411.
* Number of buffers inserted by hold repair at cts: 0
-- worst reg2reg max path, delay by kind of cell (launching register included) --
family	cells	cell delay, ns
and+or+nand+nor	3	1.29
AOI/OAI and AO/OA	2	0.46
DFF	1	0.33
-- power by group through the flow --
| stage | registers (mW) | logic (mW) | clock network, mW |
|---|---|---|---|
| after CTS | 0.200 | 0.00746 | 0.229 |
| after global routing | 0.200 | 0.00804 | 0.241 |
| final | 0.200 | 0.00742 | 0.226 |
-- placed cells by master, fill, tap and decap left out, drive strengths merged, types with 3 or more instances in the layout --
master and n:
dfxtp 75, nor2 58, nand3 42, nand2 33, xor2 30, nand4 24
a21oi 21, nor4 16, or3 14, o21ai 12, and3 11, clkdlybuf4s50 11
xnor2 9, clkbuf 8, a31oi 6, buf 6, inv 5, and4 4
and2 4, or4 3, nor2b 3, nor3 3
-- worst max-delay path by stage --
stage	startpoint	endpoint	depth (start not counted)
after global routing	count[2]	count[29]	5
after CTS	count[25]	count[29]	5
final	count[25]	count[29]	5
-- cells in the mapped netlist (all sizes together), types with 3 or more instances --
library cell  number  area share
or4                3      0.0064
nand3             42       0.060
and2               4      0.0071
nor4              16       0.045
a21oi             21       0.030
nand2             33       0.035
o21ai             12       0.017
and4               4       0.010
and3              11       0.020
xor2              30       0.075
a31oi              6       0.011
dfxtp             75        0.43
xnor2              9       0.023
nor2              58       0.062
nand4             24       0.049
nor2b              3      0.0054
clkbuf            13       0.014
or3               14       0.025
nor3               3      0.0057
inv                5      0.0054
-- stage by stage --
| stage | setup WS [ns] | total power [mW] | hold slack (ns) |
|---|---|---|---|
| detailed placement | 4.490 | 0.2119 | 0.4516 |
| floorplan | 4.813 | 0.2082 | 0.4295 |
| global placement | 4.505 | 0.2118 | 0.4475 |
| CTS | 4.482 | 0.4372 | 0.4614 |
| finish | 4.466 | 0.4343 | 0.4622 |
| global route | 4.267 | 0.4494 | 0.4740 |
-- cell type report --
type,count,area [um2]
inverter,6,22.52
clock buffer,8,146.4
fill,1180,7495
multi-input combinational,314,1889
tap,143,178.9
sequential,76,1531
timing repair buffer,17,155.1
-- per-layer routing --
| metal | routed length (um) | part of all wire | track usage | vias to the layer above |
|---|---|---|---|---|
| li1 | - | - | - | 1490 |
| met1 | 3567 | 0.51 | 0.1871 | 1338 |
| met2 | 3244 | 0.46 | 0.2089 | 33 |
| met3 | 177 | 0.025 | 0.01258 | 4 |
| met4 | 32 | 0.0046 | 0.007619 | 0 |
| met5 | 0 | 0 | 0 | - |
-- sequential cells by signal, indices dropped and copies added, names as in the netlist --
signal / cells
state: 2
rxdata: 8
done: 1
count: 32
uclk: 1
counts: 32
-- cells by family (layout without fill, tap and decap cells) --
group	after synthesis	in the layout
and+or+nand+nor	220	220
DFF	76	76
AOI/OAI and AO/OA	52	52
xor gates and xnor gates	39	39
buffers and inverters	21	31
adders and majority gates	2	2
muxes	1	1
No activity file was given, so power comes from the tool's default toggle rates.
